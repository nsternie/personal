===== /design/flow/run.sh =====
#!/bin/bash
# OpenROAD 26Q1-2900-gdf79404cd8, Yosys 0.63+post, stock flow scripts
make -C /OpenROAD-flow-scripts/flow DESIGN_CONFIG=/design/flow/config.mk WORK_HOME=/design/flow/orfs finish

===== /design/flow/config.mk =====
export PLATFORM = sky130hd
export DESIGN_NAME = mojo_top
export DESIGN_NICKNAME = mojo_top
export VERILOG_FILES = /design/flow/design.v
export SDC_FILE = /design/flow/constraint.sdc
export NUM_CORES = 4
export LEC_CHECK = 1
export CORE_UTILIZATION = 50

===== /design/flow/constraint.sdc =====
current_design mojo_top

set clk_period 6.7
set clk_io_pct 0.2

create_clock -name clk0 -period $clk_period [get_ports {clk}]

set non_clock_inputs [all_inputs -no_clocks]
set_input_delay [expr $clk_period * $clk_io_pct] -clock clk0 $non_clock_inputs
set_output_delay [expr $clk_period * $clk_io_pct] -clock clk0 [all_outputs]

===== /design/flow/design.v =====
module mojo_top(
    input clk,
    input rst_n,
    input [23:0] io_dip,
    output [23:0] io_led,
    output [7:0] led,
    output data_out
    );
wire rst = ~rst_n;  
wire flash_trigger;            
wire [31:0] division_ratio;    
reg load, ws_reset;            
wire ready;                    
reg [23:0] command;
parameter on = 24'b001111110011111100111111;
parameter off = 24'b000000000000000000000000;
wire [7:0] num_leds;
assign num_leds = io_dip[7:0];
wire [31:0]freq;
assign freq = 32'b00000000000010011000100101101000;
assign division_ratio = freq;  
clock_divider cd1(clk, rst, division_ratio, flash_trigger);
ws2812 ws1(clk, rst, command[23:16], command[15:8], command[7:0], load, ws_reset, data_out, ready);
always @ (flash_trigger) begin
  if (flash_trigger) begin
    command <= on;
  end else begin
    command <= off;
  end
end  
reg [7:0] led_index;
reg [4:0] state, next_state;
assign led[4:0] = state;
assign led[7] = ready;
assign led[6] = ws_reset;
assign led[5] = load;
assign io_led = command;
parameter IDLE = 0;
parameter WRITE_LED = 1;
parameter RESET = 2;
always @ (posedge clk) begin
  if (rst) begin
    state <= IDLE;
    next_state <= IDLE;
    led_index <= 1;
    load <= 0;
    ws_reset <= 0;
  end else if (ready == 1) begin
    case (state) 
      IDLE : begin
        load <= 1;
        next_state <= WRITE_LED;
      end
      WRITE_LED : begin
        load <= 1;
        if (led_index >= (num_leds-1)) next_state <= RESET;
        else next_state <= WRITE_LED;
        led_index <= led_index + 1;
      end  
      RESET : begin
        led_index <= 1;
        load <= 1;
        ws_reset <= 1;
        next_state <= IDLE;
      end
    endcase
    state <= next_state;
  end else begin
    load <= 0;
    ws_reset <= 0;
    state <= next_state;
  end
end  
endmodule  
module ws2812(
    input clk,
    input rst,
    input [7:0] r,
    input [7:0] g,
    input [7:0] b,
    input load,
    input ws_reset,
    output reg dataline,
    output reg ready
    );
parameter IDLE       = 3'b000;
parameter PULSE_DATA = 3'b010;
parameter WS_RST     = 3'b011;
reg [2:0] state;
parameter RESET_TICKS = 3000;   
parameter ONE_HIGH_TICKS = 40;
parameter ONE_LOW_TICKS = 22;
parameter ZERO_HIGH_TICKS = 20;
parameter ZERO_LOW_TICKS = 42;
reg [23:0] data;   
reg [31:0] counter;   
reg bit_state;
reg [31:0] data_index;
reg [31:0] counter_target;
always @ (posedge clk) begin
  if (rst) begin
    state <= IDLE;
    ready <= 0;
    dataline <= 0;
    counter <= 0;
    counter_target <= 0;
    data_index <= 0;
    bit_state <= 0;
    data <= 0;
  end else begin
    case (state)
      IDLE : begin
        if (ws_reset) begin
          state <= WS_RST;
          counter <= 0;
          counter_target <= RESET_TICKS;
          ready <= 0;
        end else if (load == 1) begin
          ready <= 0;
          data[15:8] <= r;
          data[23:16] <= g;
          data[7:0] <= b;
          state <= PULSE_DATA;
          data_index <= 24;
          if (g[7] == 1) counter_target <= ONE_HIGH_TICKS;
          else if (g[7] == 0) counter_target <= ZERO_HIGH_TICKS;
          counter <= 0;
          dataline <= 1;
        end else begin
          ready <= 1;
        end
      end
      PULSE_DATA : begin
        if (data_index == 0) begin
          state <= IDLE;
          dataline <= 0;
        end else begin  
          ready <= 0;
          if (dataline == 1) begin
            if (counter == counter_target) begin
              dataline <= 0;
              counter <= 0;
              if (data[data_index-1] == 1) counter_target <= ONE_LOW_TICKS;
              else if (data[data_index-1] == 0) counter_target <= ZERO_LOW_TICKS;
            end else begin
              counter <= counter + 1;
            end
          end else begin
            if (counter == counter_target) begin
              dataline <= 1;
              counter <= 0;
              if (data[data_index-2] == 1) counter_target <= ONE_HIGH_TICKS;
              else if (data[data_index-2] == 0) counter_target <= ZERO_HIGH_TICKS;
              data_index <= data_index - 1;
            end else begin
              counter <= counter + 1;
            end
          end
        end
      end
      WS_RST : begin
        if (counter > counter_target) begin
          state <= IDLE;
        end else begin
          counter <= counter + 1;
          ready <= 0;
        end
      end
    endcase
  end
end  
endmodule
module clock_divider(
    input clk_in,
    input rst,
    input [31:0] divisor,
    output reg clk_out
    );
reg [31:0] counter;
always @ (posedge clk_in) begin
  if (rst) begin
    clk_out <= 0;
    counter <= 0;
  end else 
  if (counter == divisor) begin
    clk_out <= ~clk_out;
    counter <= 0;
  end else begin
    counter <= counter + 1;
  end
end
endmodule

==> ci_impl_report.md <==
## PnR job results

| Metric | Value |
|---|---|
| Setup TNS | `0 ns` |
| Fin crit period | `3.514 ns` |
| CP Data Required Time | `7.05 ns` |
| Die H | `~120 µm` |
| Gr usage total | `0.2067` |
| Core area | `0.01282 mm²` |
| Worst hold start | `next_state[1]` |
| Most common logic cells in the final layout | `122 x dfxtp_1, 105 x nor2_1, 64 x nand2_1` |
| Chip width | `117.5 µm` |
| Post-CTS setup buffers | `0` |
| Clock-pin transition on the worst setup and hold timing paths | `0.05 ns` |
| Post-synthesis cell area | `0.006668 mm²` |
| Number of primary I/O pins | `just under 60` |
| Cts bufs inserted | `17` |
| Top FF cell, synth | `dfxtp_1` |
| Cts repair resizes | `0` |
| Antenna Nets Post-Route | `0` |
| Pre-antenna DRT Iters | `4` |
| RSZ-0062 raised after global routing | `false` |
| CTS tree | `yes` |
| # Cells Yosys | `807` |
| Core Util at FP | `0.5199` |
| Startpoint Class | `flop` |
| Clk buf depth | `2` |
| Pre-CTS setup slack | `about 3.0 ns` |
| Gr ovfl total | `0` |
| R2r setup slk | `3.19 ns` |
| Die area | `0.01380 mm²` |
| Initial drt markers | `345` |
| GP Congestion | `between 0.8 and 0.9` |
| Fin. Hold Viols | `0` |
| Clk ins delay skew pair | `0.41 ns` |
| Max-cap violation count | `0` |
| H-tree levels | `4` |
| Residual DRC count | `0` |
| Synth Warn # | `3` |
| Hpwl dp | `9.214 mm` |
| Asr flop ratio synth | `0` |
| Synth Seq Share | `0.3663` |
| CTS sink cnt | `122` |
| Port bufs | `33` |
| Crit path max fanout | `18` |
| Final Setup Violations | `0` |
| Worst vdd ir | `286.2 µV` |
| DR vias | `5497` |
| Count of library flops with an enable pin | `0` |
| WL final | `13.38 mm` |
| Syn Area/Cell | `8.262 µm²` |
| Fmax | `284.6 MHz` |
| DR vias/cell | `5.475` |
| Outcome | `completed` |
| Clock skew | `0.005341 ns` |
| Layout cell share with drive strength beyond 1 | `0.05889` |
| Reg2reg start | `ws1.counter[12]` |
| CP Data Arrival Time | `3.86 ns` |
| Cts hold-fix bufs | `0` |
| Cell Pwr Density | `329.5 mW/mm²` |
| Pin count of the biggest net entering global routing | `35` |
| WS Path Type | `reg -> reg` |
| Distinct cells, synth | `60` |
| Max-Slew Margin vs Limit | `0.4703` |
| Leakage | `just under 3 nW` |
| Vias in the first global route | `4996` |
| Per-cell routed wire length | `between 10 and 15 µm` |
| Rows | `between 40 and 50` |
| Log Warnings | `46` |
| Slew Viols, Final | `0` |
| Final worst path period share | `0.5244` |
| Hold Path Cell Cnt | `1` |
| Hold EP | `state[1]` |
| Root Buffer | `clkbuf_16` |
| Worst Max-Slew Pin Slew | `roughly 0.8 ns` |
| Top logic cell by instance count in the layout | `dfxtp_1` |
| Layout overhead on the synthesized area | `14.21%` |
| Reg-to-reg critical path endpoint | `ws1.data_index[28]` |
| Diode count | `0` |
| Initial antenna violation count | `0` |
| First-pass GRT wire length | `23.54 mm` |
| Worst setup EP type | `flop` |
| Post-synth area from yosys stat | `0.006668 mm²` |
| Worst min-delay path class | `reg -> reg` |
| Worst reg-to-reg path cell count | `7` |
| Synthesized instance count | `807` |
| Post-synth regs | `roughly 120` |
| Worst Slack Setup Final | `3.186 ns` |
-- where the power goes --
group | switching (mW) | internal, mW | total [mW] | leakage (nW)
Clock | 0.323 | 0.624 | 0.947 | 0.298
Combinational | 0.438 | 0.260 | 0.697 | 1.61
Sequential | 0.0754 | 0.789 | 0.865 | 0.987
-- cell type report --
cell class | instances | area, µm²
tap | 172 | 215.2
fill | 1105 | 5210
clock inverter | 10 | 140.1
clock buffer | 22 | 484.2
timing repair buffer | 42 | 397.9
multi-input combinational | 611 | 3841
sequential | 122 | 2442
inverter | 25 | 93.84
-- flip-flops by register name, indices dropped and copies added (netlist names) --
| signal | flops |
|---|---|
| ws1.ready | 1 |
| led_index | 8 |
| ws1.dataline | 1 |
| load | 1 |
| state | 2 |
| next_state | 2 |
| cd1.clk_out | 1 |
| ws_reset | 1 |
| ws1.data_index | 32 |
| ws1.state | 3 |
| ws1.counter_target | 5 |
| cd1.counter | 32 |
| ws1.counter | 32 |
| ws1.data | 1 |
-- Yosys cell counts (all sizes together), types with 11 or more instances --
cell / number / area share
ha: 29 / 0.054
xor2: 60 / 0.079
nand4: 32 / 0.031
nor2: 105 / 0.059
and3: 14 / 0.013
xnor2: 18 / 0.024
nor2b: 11 / 0.010
nand2: 64 / 0.036
or4: 14 / 0.017
nor4: 19 / 0.019
inv: 25 / 0.014
o21ai: 29 / 0.022
dfxtp: 122 / 0.37
clkbuf: 17 / 0.0096
or3: 17 / 0.016
buf: 40 / 0.041
nand3: 49 / 0.039
and2: 12 / 0.011
a21oi: 26 / 0.020
nor3: 19 / 0.014
-- cells by family (layout without fill, tap and decap cells) --
group	count (synthesis)	count (layout)	share of synthesized area
AOI/OAI and AO/OA	105	105	0.1045
adders and majority gates	29	29	0.05442
and+or+nand+nor	387	387	0.3031
buffers and inverters	82	99	0.06418
xor gates and xnor gates	78	78	0.1025
other	1	9	0.0005624
muxes	3	3	0.004504
DFF	122	122	0.3663
-- worst max-delay path, stage by stage (launching register included) --
cell and delay [ns]:
dfxtp_1 0.34, or4_4 0.57, or4_4 0.57, or2_0 0.43, o31ai_4 0.73, nand4_2 0.27
or4_1 0.46, nand2_1 0.09
-- metal layers --
layer,up-vias,part of all wire,track usage
met1,2550,0.53,0.3373
met3,6,0.036,0.03854
met2,74,0.43,0.3036
met4,0,0.0070,0.01522
met5,-,0,0
li1,2867,-,-
-- metrics by stage --
step | hold slack (ns) | instance area, µm² | power (mW) | util | instances
CTS | 0.4479 | 7615 | 2.533 | 0.5938 | 1004
floorplan | 0.4205 | 6698 | 1.406 | - | 815
global route | 0.4669 | 7615 | 2.670 | 0.5938 | 1004
finish | 0.4445 | 7615 | 2.509 | 0.5938 | 1004
detailed placement | 0.4372 | 6990 | 1.572 | 0.5451 | 972
global placement | 0.4422 | 6990 | 1.564 | 0.5451 | 972
-- worst max-delay path by stage --
stage,end,cells after the start,slack (ns),start
final,ws1.data_index[28],7,3.19,ws1.counter[12]
after global routing,ws1.data_index[28],7,2.93,ws1.counter[12]
after CTS,ws1.data_index[28],7,3.16,ws1.counter[12]
Power is estimated from default activity; no workload was simulated.
